### ./constraint.sdc
current_design RAM

set clk_period 4.7
set clk_io_pct 0.2

create_clock -name clk0 -period $clk_period [get_ports {WS}]

set non_clock_inputs [all_inputs -no_clocks]
set_input_delay [expr $clk_period * $clk_io_pct] -clock clk0 $non_clock_inputs
set_output_delay [expr $clk_period * $clk_io_pct] -clock clk0 [all_outputs]
### ./config.mk
export PLATFORM = sky130hd
export DESIGN_NAME = RAM
export DESIGN_NICKNAME = RAM
export VERILOG_FILES = /design/flow/design.v
export SDC_FILE = /design/flow/constraint.sdc
export NUM_CORES = 4
export LEC_CHECK = 1
export CORE_UTILIZATION = 50
### ./design.v
`timescale 1 ns / 1 ns
module RAM( DATA, ADDR, OE, WS, CS);
  parameter DATA_WIDTH=8;
  parameter ADDR_WIDTH=5;
  parameter MEMSIZE = (1<<ADDR_WIDTH);   
  inout [DATA_WIDTH-1:0] DATA;
      input wire OE;
      input wire WS;
      input wire CS;
      input [ADDR_WIDTH -1:0] ADDR;
      reg [DATA_WIDTH-1:0] DATA_OUT;
  reg [DATA_WIDTH-1:0] RAM_MEM [0:MEMSIZE-1];  
    always @(posedge WS) begin     
        if(!CS) begin         
          RAM_MEM[ADDR] <= DATA;  
          end
          else if(OE) begin     
                DATA_OUT<= RAM_MEM[ADDR];  
        end
  end
        assign DATA = (!CS & OE) ? RAM_MEM[ADDR] : 8'bz;  
endmodule
### ./run.sh
#!/bin/bash
# OpenROAD 26Q1-2900-gdf79404cd8, Yosys 0.63+post, stock flow scripts
make -C /OpenROAD-flow-scripts/flow DESIGN_CONFIG=/design/flow/config.mk WORK_HOME=/design/flow/orfs finish
==> impl_metrics.ini <==
; generated from flow reports
[floorplanning]
fp_util_pct = 51.3
dieWidth_um = 144
die.size.y_um = 144
ios = 16
rows = 51

[clock_network]
root_buffer = clkbuf_16
cts_sinks = 256
holdBufCountCts = 0
cts_made_buffers = 26
cts_max_level = 1
clockBufferDepth = 3
postCtsResizedCells = 0
cts_setup_buffers = 0

[logic_synthesis]
ys_ff = 256
synthDistinctLibCells = 23
ys_seq_share_pct = 76.5
topCellsByArea = edfxtp_1 77%, mux2i_1 13%, o22ai_1 3.9%
yosysTopAreaCellShare_pct = 76.5
synthCells = 570
synth_area_sq_um = 10000
synth_area_per_cell_sq_um = 17.6
ys_chip_area_sq_um = 10000
ys_cells = 570
yosysTopAreaCell = edfxtp_1
ys_warn_count = 2

[place]
post_dp_cell_area_sq_um = 10500
globalplace.congestion = 0.834
place_ws_ns = 0.313
dp_hpwl_um = 12500
port_buffers = 6

[run_status]
status = aborted with a tool error
stop_error = [error] [KeplerFormal.cpp:679] Workflow failed: Iso has multiple drivers: .DATA0, _543_.Y0
lastStage = clock tree synthesis (4_1_cts)
kinds of logic after synthesis:
family | after synthesis | synth area share (%)
flip-flops | 256 | 76.5
multiplexers | 128 | 12.8
AND/OR/NAND/NOR | 87 | 4.93
AND-OR/OR-AND | 64 | 4.05
buffers and inverters | 35 | 1.74
synth_stat cells:
| library cell | number |
|---|---|
| or3b_2 | 2 |
| nand4b_1 | 4 |
| or4_1 | 1 |
| nand4_1 | 1 |
| or4b_1 | 4 |
| nor2_1 | 31 |
| mux2i_1 | 128 |
| nor3_1 | 4 |
| or3_1 | 2 |
| nand3_1 | 1 |
| nand3b_1 | 3 |
| buf_6 | 2 |
| edfxtp_1 | 256 |
| nand2_1 | 12 |
| or4bb_1 | 1 |
| nand4bb_1 | 5 |
| clkbuf_1 | 7 |
| nor4_1 | 16 |
| buf_1 | 3 |
| o22ai_2 | 1 |
| clkbuf_2 | 1 |
| buf_2 | 22 |
| o22ai_1 | 63 |
metrics by stage:
stage               hold WS, ns  power, W  std cells
floorplan                  1.15   0.00272        570
global placement          0.815   0.00295        835
detailed placement        0.827   0.00274        835
Power and IR drop assume default switching activity.
